`run.sh`:
```
#!/bin/bash
# OpenROAD 26Q1-2900-gdf79404cd8, Yosys 0.63+post, stock flow scripts
make -C /OpenROAD-flow-scripts/flow DESIGN_CONFIG=/design/flow/config.mk WORK_HOME=/design/flow/orfs finish
```
`constraint.sdc`:
```
current_design main

set clk_period 20.7
set clk_io_pct 0.2

create_clock -name clk0 -period $clk_period

set non_clock_inputs [all_inputs -no_clocks]
set_input_delay [expr $clk_period * $clk_io_pct] -clock clk0 $non_clock_inputs
set_output_delay [expr $clk_period * $clk_io_pct] -clock clk0 [all_outputs]
```
`design.v`:
```
module main (
    input [3:0] n,
    input [3:0] c1, c2, c3, c4, c5, c6, c7,
    output [3:0] r1, r2, r3
);
    wire [3:0] s1, s2, s3, s4, s5, s6, s7;
    wire [3:0] t1, t2, t3, t4, t5, t6, t7;
    score_calculator S1 (.d1(c1[3]), .d2(c1[2]), .d3(c1[1]), .d4(c1[0]), .score(s1));
    score_calculator S2 (.d1(c2[3]), .d2(c2[2]), .d3(c2[1]), .d4(c2[0]), .score(s2));
    score_calculator S3 (.d1(c3[3]), .d2(c3[2]), .d3(c3[1]), .d4(c3[0]), .score(s3));
    score_calculator S4 (.d1(c4[3]), .d2(c4[2]), .d3(c4[1]), .d4(c4[0]), .score(s4));
    score_calculator S5 (.d1(c5[3]), .d2(c5[2]), .d3(c5[1]), .d4(c5[0]), .score(s5));
    score_calculator S6 (.d1(c6[3]), .d2(c6[2]), .d3(c6[1]), .d4(c6[0]), .score(s6));
    score_calculator S7 (.d1(c7[3]), .d2(c7[2]), .d3(c7[1]), .d4(c7[0]), .score(s7));
    token TOKEN (
        .value(n),
        .token1(t1), .token2(t2), .token3(t3),
        .token4(t4), .token5(t5), .token6(t6), .token7(t7)
    );
    wire [7:0] temp [0:7];   
    wire [7:0] sorted [0:7];  
    assign temp[0] = {4'b0000, 4'b0000};  
    assign temp[1] = {t1, s1};
    assign temp[2] = {t2, s2};
    assign temp[3] = {t3, s3};
    assign temp[4] = {t4, s4};
    assign temp[5] = {t5, s5};
    assign temp[6] = {t6, s6};
    assign temp[7] = {t7, s7};
    sort_last_4_bits uut (
        .num0(temp[0]), .num1(temp[1]), .num2(temp[2]), .num3(temp[3]),
        .num4(temp[4]), .num5(temp[5]), .num6(temp[6]), .num7(temp[7]),
        .sorted0(sorted[0]), .sorted1(sorted[1]), .sorted2(sorted[2]), .sorted3(sorted[3]),
        .sorted4(sorted[4]), .sorted5(sorted[5]), .sorted6(sorted[6]), .sorted7(sorted[7])
    );
    assign r1 = sorted[7][7:4]; 
    assign r2 = sorted[6][7:4]; 
    assign r3 = sorted[5][7:4];
endmodule
module score_calculator(
    input wire d1,      
    input wire d2,      
    input wire d3,      
    input wire d4,      
    output reg [3:0] score  
);
wire d1_d2, d1_d3, d1_d4, d2_d3, d2_d4, d3_d4;
wire d1_not, d2_not, d3_not, d4_not;
always @(*) begin
    score = 4'b0000;
    begin
        if (d1) score = score + 4'b0001;  
        if (d2) score = score + 4'b0010;  
        if (d3) score = score + 4'b0011;  
        if (d4) score = score + 4'b0100;  
    end
end
endmodule
module sort_last_4_bits (
    input wire [7:0] num0,
    input wire [7:0] num1,
    input wire [7:0] num2,
    input wire [7:0] num3,
    input wire [7:0] num4,
    input wire [7:0] num5,
    input wire [7:0] num6,
    input wire [7:0] num7,
    output reg [7:0] sorted0,
    output reg [7:0] sorted1,
    output reg [7:0] sorted2,
    output reg [7:0] sorted3,
    output reg [7:0] sorted4,
    output reg [7:0] sorted5,
    output reg [7:0] sorted6,
    output reg [7:0] sorted7
);
    reg [7:0] sorted [0:7];
    integer i, j;
    always @(*) begin
        sorted[0] = num0;
        sorted[1] = num1;
        sorted[2] = num2;
        sorted[3] = num3;
        sorted[4] = num4;
        sorted[5] = num5;
        sorted[6] = num6;
        sorted[7] = num7;
        for (i = 0; i < 7; i = i + 1) begin
            for (j = 0; j < 7 - i; j = j + 1) begin
                if (sorted[j][3:0] > sorted[j + 1][3:0]) begin
                    {sorted[j], sorted[j + 1]} = {sorted[j + 1], sorted[j]};
                end else if (sorted[j][3:0] == sorted[j + 1][3:0]) begin
                    if (sorted[j][7:4] < sorted[j + 1][7:4]) begin
                        {sorted[j], sorted[j + 1]} = {sorted[j + 1], sorted[j]};
                    end
                end
            end
        end
        sorted0 = sorted[0];
        sorted1 = sorted[1];
        sorted2 = sorted[2];
        sorted3 = sorted[3];
        sorted4 = sorted[4];
        sorted5 = sorted[5];
        sorted6 = sorted[6];
        sorted7 = sorted[7];
    end
endmodule
module token (
    input  [3:0] value, 
    output reg [3:0] token1,
    output reg [3:0] token2,
    output reg [3:0] token3,
    output reg [3:0] token4,
    output reg [3:0] token5,
    output reg [3:0] token6,
    output reg [3:0] token7
);
    integer i;
    always @(*) begin
        token1 = 4'b0000;
        token2 = 4'b0000;
        token3 = 4'b0000;
        token4 = 4'b0000;
        token5 = 4'b0000;
        token6 = 4'b0000;
        token7 = 4'b0000;
        for (i = 0; i < value && i < 7; i = i + 1) begin
            case (i)
                0: token1 = i + 1;
                1: token2 = i + 1;
                2: token3 = i + 1;
                3: token4 = i + 1;
                4: token5 = i + 1;
                5: token6 = i + 1;
                6: token7 = i + 1;
                default: ; 
            endcase
        end
    end
endmodule
```
`config.mk`:
```
export PLATFORM = sky130hd
export DESIGN_NAME = main
export DESIGN_NICKNAME = main
export VERILOG_FILES = /design/flow/design.v
export SDC_FILE = /design/flow/constraint.sdc
export NUM_CORES = 4
export LEC_CHECK = 1
export CORE_UTILIZATION = 30
export SYNTH_HDL_FRONTEND = slang
```
==> results.toml <==
# synthesis and place-and-route metrics
[run_status]
status = "complete, but fails checks"
violations = "setup timing"

[layout]
layout_top_cells = "buf_4, inv_1, ha_1"
area_growth_pct = 84.8
seq_area_um2 = 0
lay_top_count = "buf_4"
ff_count = 0
nFillCells = 1628
clockBufferCount = 0
comb_area_um2 = 6890
drive_above_1_share = 0.505

[drt]
first_iter_violations = 358
drc_errors = 0
postRouteAntennaNets = 0
drtPass1Iterations = 5
viasPerCell = 5.04
via_count = 8306
num_antenna_cells = 0
wl_per_cell_um = 13.9
drt-total-wl_um = 22800

[timing]
slew_headroom = 0.532
fin_ws_ps = -505
rsz0062_at_grt = "true"
hold_violations = 0
slew_violations = 0
setup_viol = 3
clock.fmax_mhz = 47.2
fin_hold_ws_ps = 9500
min_period_ps = 21210
finalSetupTns_ps = -1200
period_used_share = 1.02
tightest_slew_ps = 694

[floorplanning]
coreArea_um2 = 20400
fp_util = 0.309
die-area_um2 = 21500
rows = 52
die_y_um = 147
boundaryPins = 44
fp.dieW_um = 147

[flow_run]
warnings = 56
cap_violations = 0

[setup_path]
criticalPathCategory = "in2out"
max_stage_delay_ps = 560
start_kind = "input port"
path_max_fanout = 8
critPathArrivalTime_ps = 17070
slowest_stage = "or4_4"
end_kind = "primary output"
path_common_cell = "ha_4"
worst-endpoint-required_ps = 16560

[yosys]
synth_area_per_cell_um2 = 7.05
synthDistinctLibCells = 96
syn_area_um2 = 6290
yosys_area_um2 = 6290
synth-seq-area-share = 0
yosysWarnings = 0
synthCells = 892
ys_cells = 892

[grt]
grt_max_degree = 13
grt_pass1_wl_um = 35500
first_global_vias = 7559
gr-total-overflow = 0
antenna_found_initial = 0
track_usage = 0.199

[place]
dp_hpwl_um = 17100
portBuffers = 41
gp_congestion = 0.990

[hold_path]
hold_path_class = "in2out"

[clocking]
ctsHoldBuffers = 0
==> synthesized netlist by cell type, types with 4 or more instances <==
library cell	number	share of area
o31ai_2	4	0.0080
inv_1	107	0.064
or2_2	4	0.0040
o21ai_0	50	0.040
or3_1	4	0.0040
and3_1	4	0.0040
o211ai_1	7	0.0084
mux2_2	16	0.029
nor3_1	15	0.012
and2_1	7	0.0070
o21ai_1	8	0.0064
a211oi_1	9	0.011
a31oi_1	10	0.010
a21o_1	14	0.017
a21oi_1	67	0.053
nor2b_1	26	0.026
and4_1	5	0.0070
o31ai_1	11	0.013
buf_4	4	0.0048
o31a_1	6	0.0084
xor2_1	6	0.0084
buf_2	9	0.0072
mux2i_1	55	0.088
o21bai_1	5	0.0060
nand2_1	77	0.046
nor2_1	74	0.044
a311oi_1	4	0.0056
a211oi_2	4	0.0080
o21a_1	11	0.013
o22a_1	4	0.0056
nand3_1	12	0.0096
nand4_1	16	0.016
ha_1	118	0.23
nand2b_1	17	0.017
a31o_2	4	0.0056
clkbuf_1	5	0.0030
a21oi_2	4	0.0056
mux2_1	4	0.0072
==> cell type report <==
cell class,count,area share
Tap cell,270,0.0291
Inverter,110,0.0371
Timing Repair Buffer,503,0.340
Multi-Input combinational cell,764,0.593
==> kinds of logic (layout without fill, tap and decap cells) <==
kind of cell / count (synthesis) / after routing / synth area share
fa+ha+maj: 118 / 118 / 0.235
other cells: 2 / 5 / 0.00119
mux: 78 / 78 / 0.131
buf+inv: 131 / 613 / 0.0848
xor+xnor: 7 / 7 / 0.00975
simple gates: 284 / 284 / 0.229
compound gates: 272 / 272 / 0.309
==> routing by layer <==
| metal | global-route usage | wire length, um | vias to the layer above |
|---|---|---|---|
| li1 | - | - | 4261 |
| met1 | 0.315 | 12300 | 3877 |
| met2 | 0.311 | 9620 | 148 |
| met3 | 0.00761 | 736 | 20 |
| met4 | 0.0115 | 175 | 0 |
| met5 | 0 | 0 | - |
==> final timing paths <==
kind / from / endpoint / slack, ps / cells past startpoint
min: n[3] / r1[1] / 9500 / 6
max: c1[3] / r3[1] / -510 / 76
==> metrics by stage <==
step	worst slack, ps	util	cells	cell area (um^2)
after floorplan	-160	-	895	6710
after global placement	-1230	0.492	1546	10000
after detailed placement	-1430	0.492	1546	10000
after CTS	-189	0.542	1625	11000
after global routing	-1080	0.570	1647	11600
final	-505	0.570	1647	11600
==> worst max-delay path, delay by kind of cell <==
kind,cells,cell delay (ps)
adder cells (fa/ha/maj),10,2380
AND/OR/NAND/NOR,21,2820
AND-OR/OR-AND,28,5170
multiplexers,5,1480
buffers and inverters,12,1050
==> what timing repair did <==
action / 4_1_cts / 5_1_grt
setup endpoints to repair: 5 / 5
pin swaps: 61 / 61
cloned: 1 / 0
setup buffers: 79 / 25
gates resized: 108 / 97
